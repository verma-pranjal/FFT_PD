[flow/design.v]
`timescale 1ns / 1ps
module FFT_8pt(
    input clk, reset,
    input [11:0] real_in, imag_in,
    input [2:0] addr_real, addr_imag,
    input wr_en_real, wr_en_imag,
    output [23:0] fft_real_out, fft_imag_out
);
    wire [11:0] mem_real_out, mem_imag_out;
    wire [11:0] parallel_real[0:7], parallel_imag[0:7];
    wire [23:0] fft_result_real[0:7], fft_result_imag[0:7];
    FFT_Memory memory_unit (
        .clk(clk),
        .real_in(real_in),
        .imag_in(imag_in),
        .addr_real(addr_real),
        .addr_imag(addr_imag),
        .wr_en_real(wr_en_real),
        .wr_en_imag(wr_en_imag),
        .real_out(mem_real_out),
        .imag_out(mem_imag_out)
    );
    S2P_Converter s2p_unit (
        .clk(clk),
        .reset(reset),
        .serial_real(mem_real_out),
        .serial_imag(mem_imag_out),
        .parallel_real_0(parallel_real[0]), .parallel_imag_0(parallel_imag[0]),
        .parallel_real_1(parallel_real[1]), .parallel_imag_1(parallel_imag[1]),
        .parallel_real_2(parallel_real[2]), .parallel_imag_2(parallel_imag[2]),
        .parallel_real_3(parallel_real[3]), .parallel_imag_3(parallel_imag[3]),
        .parallel_real_4(parallel_real[4]), .parallel_imag_4(parallel_imag[4]),
        .parallel_real_5(parallel_real[5]), .parallel_imag_5(parallel_imag[5]),
        .parallel_real_6(parallel_real[6]), .parallel_imag_6(parallel_imag[6]),
        .parallel_real_7(parallel_real[7]), .parallel_imag_7(parallel_imag[7])
    );
    FFT_Engine fft_core (
        .in0_real(parallel_real[0]), .in0_imag(parallel_imag[0]),
        .in1_real(parallel_real[1]), .in1_imag(parallel_imag[1]),
        .in2_real(parallel_real[2]), .in2_imag(parallel_imag[2]),
        .in3_real(parallel_real[3]), .in3_imag(parallel_imag[3]),
        .in4_real(parallel_real[4]), .in4_imag(parallel_imag[4]),
        .in5_real(parallel_real[5]), .in5_imag(parallel_imag[5]),
        .in6_real(parallel_real[6]), .in6_imag(parallel_imag[6]),
        .in7_real(parallel_real[7]), .in7_imag(parallel_imag[7]),
        .out0_real(fft_result_real[0]), .out0_imag(fft_result_imag[0]),
        .out1_real(fft_result_real[1]), .out1_imag(fft_result_imag[1]),
        .out2_real(fft_result_real[2]), .out2_imag(fft_result_imag[2]),
        .out3_real(fft_result_real[3]), .out3_imag(fft_result_imag[3]),
        .out4_real(fft_result_real[4]), .out4_imag(fft_result_imag[4]),
        .out5_real(fft_result_real[5]), .out5_imag(fft_result_imag[5]),
        .out6_real(fft_result_real[6]), .out6_imag(fft_result_imag[6]),
        .out7_real(fft_result_real[7]), .out7_imag(fft_result_imag[7])
    );
    P2S_Converter p2s_unit (
        .clk(clk),
        .reset(reset),
        .parallel_real_0(fft_result_real[0]), .parallel_imag_0(fft_result_imag[0]),
        .parallel_real_1(fft_result_real[1]), .parallel_imag_1(fft_result_imag[1]),
        .parallel_real_2(fft_result_real[2]), .parallel_imag_2(fft_result_imag[2]),
        .parallel_real_3(fft_result_real[3]), .parallel_imag_3(fft_result_imag[3]),
        .parallel_real_4(fft_result_real[4]), .parallel_imag_4(fft_result_imag[4]),
        .parallel_real_5(fft_result_real[5]), .parallel_imag_5(fft_result_imag[5]),
        .parallel_real_6(fft_result_real[6]), .parallel_imag_6(fft_result_imag[6]),
        .parallel_real_7(fft_result_real[7]), .parallel_imag_7(fft_result_imag[7]),
        .serial_real(fft_real_out),
        .serial_imag(fft_imag_out)
    );
endmodule
module FFT_Memory(
    input clk,
    input [11:0] real_in, imag_in,
    input [2:0] addr_real, addr_imag,
    input wr_en_real, wr_en_imag,
    output [11:0] real_out, imag_out
);
    reg [11:0] real_mem [0:7];
    reg [11:0] imag_mem [0:7];
    reg [2:0] read_addr_real, read_addr_imag;
    always @(posedge clk) begin
        if(wr_en_real) real_mem[addr_real] <= real_in;
        else read_addr_real <= addr_real;
        if(wr_en_imag) imag_mem[addr_imag] <= imag_in;
        else read_addr_imag <= addr_imag;
    end
    assign real_out = real_mem[read_addr_real];
    assign imag_out = imag_mem[read_addr_imag];
endmodule
module S2P_Converter(
    input clk, reset,
    input [11:0] serial_real, serial_imag,
    output [11:0] parallel_real_0, parallel_imag_0,
    output [11:0] parallel_real_1, parallel_imag_1,
    output [11:0] parallel_real_2, parallel_imag_2,
    output [11:0] parallel_real_3, parallel_imag_3,
    output [11:0] parallel_real_4, parallel_imag_4,
    output [11:0] parallel_real_5, parallel_imag_5,
    output [11:0] parallel_real_6, parallel_imag_6,
    output [11:0] parallel_real_7, parallel_imag_7
);
    reg [3:0] counter;
    reg [11:0] real_shift_reg [0:7];
    reg [11:0] imag_shift_reg [0:7];
    integer i;
    always @(posedge clk or posedge reset) begin
        if(reset) begin
            counter <= 0;
            for(i=0; i<8; i=i+1) begin
                real_shift_reg[i] <= 0;
                imag_shift_reg[i] <= 0;
            end
        end else if(counter < 8) begin
            for(i=7; i>0; i=i-1) begin
                real_shift_reg[i] <= real_shift_reg[i-1];
                imag_shift_reg[i] <= imag_shift_reg[i-1];
            end
            real_shift_reg[0] <= serial_real;
            imag_shift_reg[0] <= serial_imag;
            counter <= counter + 1;
        end
    end
    assign parallel_real_0 = real_shift_reg[7];
    assign parallel_imag_0 = imag_shift_reg[7];
    assign parallel_real_1 = real_shift_reg[6];
    assign parallel_imag_1 = imag_shift_reg[6];
    assign parallel_real_2 = real_shift_reg[5];
    assign parallel_imag_2 = imag_shift_reg[5];
    assign parallel_real_3 = real_shift_reg[4];
    assign parallel_imag_3 = imag_shift_reg[4];
    assign parallel_real_4 = real_shift_reg[3];
    assign parallel_imag_4 = imag_shift_reg[3];
    assign parallel_real_5 = real_shift_reg[2];
    assign parallel_imag_5 = imag_shift_reg[2];
    assign parallel_real_6 = real_shift_reg[1];
    assign parallel_imag_6 = imag_shift_reg[1];
    assign parallel_real_7 = real_shift_reg[0];
    assign parallel_imag_7 = imag_shift_reg[0];
endmodule
module FFT_Engine(
    input [11:0] in0_real, in0_imag,
    input [11:0] in1_real, in1_imag,
    input [11:0] in2_real, in2_imag,
    input [11:0] in3_real, in3_imag,
    input [11:0] in4_real, in4_imag,
    input [11:0] in5_real, in5_imag,
    input [11:0] in6_real, in6_imag,
    input [11:0] in7_real, in7_imag,
    output [23:0] out0_real, out0_imag,
    output [23:0] out1_real, out1_imag,
    output [23:0] out2_real, out2_imag,
    output [23:0] out3_real, out3_imag,
    output [23:0] out4_real, out4_imag,
    output [23:0] out5_real, out5_imag,
    output [23:0] out6_real, out6_imag,
    output [23:0] out7_real, out7_imag
);
    wire [12:0] s1_0r, s1_0i, s1_1r, s1_1i;
    Butterfly_Stage1 bf1_0(
        .in_real_a(in0_real), .in_imag_a(in0_imag),
        .in_real_b(in4_real), .in_imag_b(in4_imag),
        .sum_real(s1_0r), .sum_imag(s1_0i),
        .diff_real(s1_1r), .diff_imag(s1_1i)
    );
    assign out0_real = s1_0r << 11;  
    assign out0_imag = s1_0i << 11;
endmodule
module Butterfly_Stage1(
    input [11:0] in_real_a, in_imag_a,
    input [11:0] in_real_b, in_imag_b,
    output [12:0] sum_real, sum_imag,
    output [12:0] diff_real, diff_imag
);
    assign sum_real = in_real_a + in_real_b;
    assign sum_imag = in_imag_a + in_imag_b;
    assign diff_real = in_real_a - in_real_b;
    assign diff_imag = in_imag_a - in_imag_b;
endmodule
module P2S_Converter(
    input clk, reset,
    input [23:0] parallel_real_0, parallel_imag_0,
    input [23:0] parallel_real_1, parallel_imag_1,
    input [23:0] parallel_real_2, parallel_imag_2,
    input [23:0] parallel_real_3, parallel_imag_3,
    input [23:0] parallel_real_4, parallel_imag_4,
    input [23:0] parallel_real_5, parallel_imag_5,
    input [23:0] parallel_real_6, parallel_imag_6,
    input [23:0] parallel_real_7, parallel_imag_7,
    output reg [23:0] serial_real, serial_imag
);
    reg [2:0] count;
    always @(posedge clk or posedge reset) begin
        if(reset) count <= 0;
        else count <= (count == 7) ? 0 : count + 1;
    end
    always @(*) begin
        case(count)
            0: begin serial_real = parallel_real_0; serial_imag = parallel_imag_0; end
            1: begin serial_real = parallel_real_1; serial_imag = parallel_imag_1; end
            2: begin serial_real = parallel_real_2; serial_imag = parallel_imag_2; end
            3: begin serial_real = parallel_real_3; serial_imag = parallel_imag_3; end
            4: begin serial_real = parallel_real_4; serial_imag = parallel_imag_4; end
            5: begin serial_real = parallel_real_5; serial_imag = parallel_imag_5; end
            6: begin serial_real = parallel_real_6; serial_imag = parallel_imag_6; end
            7: begin serial_real = parallel_real_7; serial_imag = parallel_imag_7; end
        endcase
    end
endmodule
[flow/run.sh]
#!/bin/bash
# OpenROAD 26Q1-2900-gdf79404cd8, Yosys 0.63+post, stock flow scripts
make -C /OpenROAD-flow-scripts/flow DESIGN_CONFIG=/design/flow/config.mk WORK_HOME=/design/flow/orfs finish
[flow/config.mk]
export PLATFORM = sky130hd
export DESIGN_NAME = FFT_8pt
export DESIGN_NICKNAME = FFT_8pt
export VERILOG_FILES = /design/flow/design.v
export SDC_FILE = /design/flow/constraint.sdc
export NUM_CORES = 4
export LEC_CHECK = 1
export CORE_UTILIZATION = 40
[flow/constraint.sdc]
current_design FFT_8pt

set clk_period 6.4
set clk_io_pct 0.2

create_clock -name clk0 -period $clk_period [get_ports {clk}]

set non_clock_inputs [all_inputs -no_clocks]
set_input_delay [expr $clk_period * $clk_io_pct] -clock clk0 $non_clock_inputs
set_output_delay [expr $clk_period * $clk_io_pct] -clock clk0 [all_outputs]
==> impl_metrics.py <==
# Metrics from the implementation run
metrics = {
    "clock_tree": {
        "cts.reportedPaths.clkPinSlew_ns": 0.05,
        "cts_num_sinks": 394,
        "cts_inserted_buffers": 42,
        "post_cts_resize_count": 0,
        "htreeDepth": 2,
        "cts.repair_timing.setup_buffer_count": 0,
        "cts_hold_buffers": 0,
        "cts_tree": "built",
        "root_buffer": "sky130_fd_sc_hd__clkbuf_16",
        "clock_tree.buffer_depth": 3,
        "clkLatencyLatePin_ns": 0.52,
    },
    "drt": {
        "drt_iter0_markers": 432,
        "wire_per_inst_um": 16.3,
        "antenna_left": 0,
        "routed-via-count": 7884,
        "drc": 0,
        "route.final.wire_length_mm": 25.7,
        "number_of_iterations_in_the_first_detailed_routing_pass": 4,
        "vias_per_cell": 4.99,
        "total_inserted_antenna_cells": 0,
    },
    "final_timing": {
        "rsz0062_at_grt": "no",
        "timing.final.setup_violations": 0,
        "finalClockPeriodUsage_pct": 65.9,
        "slew-limit-headroom_pct": 45.0,
        "final-hold-violation-count": 0,
        "finClkSkew_ns": 0.00606,
        "period_needed_ns": 4.22,
        "slew_at_the_pin_closest_to_its_max_slew_limit_ns": 0.825,
        "report.final.slew_viol_count": 0,
        "postLayoutSetupSlackWorst_ns": 2.18,
        "totalNegativeSetupSlack_ns": 0,
        "achievable-frequency_mhz": 237,
    },
    "place": {
        "finalWeightedCongestion": 0.817,
        "dpl_cell_area_um2": 17200,
        "detailed_place_hpwl_mm": 15.6,
        "place.port_buffers": 59,
        "placed_cells_incl_taps": 1505,
        "placement.setup.worst_slack_ns": 2.72,
    },
    "logic_synthesis": {
        "number_of_synthesized_flops_with_an_enable_pin": 198,
        "synth-area-yosys_um2": 16100,
        "ys_ff": 394,
        "ys_seq_share_pct": 67.5,
        "async_flop_share_pct": 49.7,
        "flop_cell": "sky130_fd_sc_hd__edfxtp_1",
        "post_synth_main_area_contributors": "sky130_fd_sc_hd__edfxtp_1 (37%), sky130_fd_sc_hd__dfrtp_1 (31%), sky130_fd_sc_hd__mux2_2 (12%)",
        "ys_warn_count": 342,
        "synthDominantAreaCellType": "sky130_fd_sc_hd__edfxtp_1",
        "yosys.cell_types.count": 55,
        "syn_area_per_cell_um2": 17.2,
        "synthDominantCellAreaShare_pct": 37.0,
        "yosys_cells": 935,
        "post_synth_inst_count": 935,
        "synth.cell_area_um2": 16100,
    },
    "power": {
        "internal_power_w": 0.00473,
        "p_sw_w": 0.00137,
        "power.ir.vdd_worst_mv": 0.177,
        "power.share.clock_pct": 37.0,
        "seq_power_share_pct": 49.1,
        "power-per-cell-area_nw_per_um2": 330,
        "power.static_leakage_nw": 7.10,
        "switching_share_pct": 22.5,
        "combinational_share_of_power_pct": 13.9,
    },
    "worst_setup_path": {
        "cp_data_arrival_time_ns": 2.94,
        "worst-r2r-setup-slack_ns": 3.79,
        "worst_setup_path_start_kind": "register",
        "timing.setup.critical_path_class": "reg -> out",
        "cp_data_required_time_ns": 5.12,
        "endpoint_kind": "output pin",
        "crit_fanout": 3,
    },
    "floorplanning": {
        "floorplan.io_pins": 82,
        "fp_util_pct": 40.5,
        "rows": 73,
        "die-area_um2": 41000,
        "die_width_um": 203,
        "core_region_area_um2": 39700,
        "die_y_um": 203,
    },
    "run": {
        "total_of_max_cap_violations": 0,
        "warning_count": 27,
    },
    "cells_and_area": {
        "drive_gt1_share_pct": 29.0,
        "layout.filler_cells": 3364,
        "final_cell_area_um2": 18500,
        "finalNonFillerCells": 1579,
        "final_core_util_pct": 46.6,
        "area_delta_synth_final_pct": 15.1,
    },
    "global_routing": {
        "gr-total-overflow": 0,
        "number_of_global_route_vias_before_repair": 8167,
        "wire_length_of_the_first_global_routing_pass_mm": 42.9,
        "grt_resource_usage_total_pct": 13.9,
        "grt_antenna_before_repair": 3,
        "grt_max_degree": 106,
    },
    "hold_path": {
        "hold_path_class": "reg -> reg",
    },
    "outcome": {
        "status": "completed",
    },
}
[layer usage]
metal | vias to the layer above | share of wire, % | track usage [%]
met4 | 4 | 1.9 | 2.28
met1 | 3908 | 45 | 22.2
met3 | 39 | 9.5 | 6.22
li1 | 3724 | - | -
met2 | 209 | 44 | 19.4
met5 | - | 0.13 | 0
[Yosys cell counts (all sizes together) (10+ instances only)]
library cell / number
edfxtp: 198
dfrtp: 196
mux2: 169
buf: 54
mux4: 48
nand2: 35
o21ai: 26
ha: 25
mux2i: 24
nor2: 22
a21oi: 13
nor3: 12
xnor2: 10
[cell type report]
type,count,area (um^2),area share [%]
Multi-Input combinational cell,491,4850,26.2
Inverter,9,37.5,0.203
Sequential cell,394,10900,58.7
Clock buffer,57,1160,6.26
Tap cell,525,657,3.55
Clock inverter,17,139,0.751
Timing Repair Buffer,86,806,4.35
[power groups by stage]
stage         Clock [W]  Sequential, W  Combinational [W]
finish          0.00226        0.00300           0.000847
global route    0.00242        0.00302           0.000952
CTS             0.00233        0.00300           0.000866
[cell families after synthesis]
| logic type | share of synthesized area (%) |
|---|---|
| flip-flops | 67.5 |
| multiplexers | 20.1 |
| AND/OR/NAND/NOR | 2.92 |
| AND-OR/OR-AND | 3.52 |
| buffers and inverters | 2.84 |
| adder cells (fa/ha/maj) | 2.19 |
| XOR/XNOR | 0.926 |
| other | 0.0233 |
[final timing paths]
path,start,endpoint,depth (start not counted)
min in group asynchronous,reset,s2p_unit.real_shift_reg[0][11],3
max,s2p_unit.real_shift_reg[3][0],fft_real_out[21],7
min reg2reg,s2p_unit.imag_shift_reg[0][10],s2p_unit.imag_shift_reg[0][10],2
min,s2p_unit.imag_shift_reg[0][10],s2p_unit.imag_shift_reg[0][10],2
max in group asynchronous,reset,s2p_unit.real_shift_reg[5][1],4
max reg2reg,s2p_unit.counter[3],s2p_unit.real_shift_reg[6][4],3
[per-stage QoR]
| stage | total power, W | hold WS [ns] |
|---|---|---|
| 5_1_grt | 0.00640 | 0.507 |
| 2_1_floorplan | 0.00356 | 0.446 |
| 3_3_place_gp | 0.00389 | 0.467 |
| 4_1_cts | 0.00620 | 0.489 |
| 6_report | 0.00610 | 0.484 |
| 3_5_place_dp | 0.00391 | 0.475 |
[critical path, cell delays in order (launching register included)]
cell and delay [ns]:
sky130_fd_sc_hd__dfrtp_1 0.40, sky130_fd_sc_hd__ha_1 0.22, sky130_fd_sc_hd__fa_1 0.40, sky130_fd_sc_hd__a21oi_1 0.21, sky130_fd_sc_hd__o22ai_1 0.20, sky130_fd_sc_hd__o41ai_2 0.34
sky130_fd_sc_hd__xnor2_1 0.16, sky130_fd_sc_hd__clkdlybuf4s50_1 0.48
[placed cells by master, fill, tap and decap left out, types with 7 or more instances in the layout]
cell,count
sky130_fd_sc_hd__conb_1,22
sky130_fd_sc_hd__nor2b_1,7
sky130_fd_sc_hd__dfrtp_1,195
sky130_fd_sc_hd__a21oi_1,13
sky130_fd_sc_hd__clkbuf_1,11
sky130_fd_sc_hd__buf_4,26
sky130_fd_sc_hd__mux2i_1,24
sky130_fd_sc_hd__clkdlybuf4s50_1,59
sky130_fd_sc_hd__xor2_1,7
sky130_fd_sc_hd__inv_1,8
sky130_fd_sc_hd__clkinv_2,7
sky130_fd_sc_hd__a21o_1,7
sky130_fd_sc_hd__clkbuf_16,43
sky130_fd_sc_hd__nor3_1,12
sky130_fd_sc_hd__edfxtp_1,198
sky130_fd_sc_hd__nand2b_1,8
sky130_fd_sc_hd__ha_1,25
sky130_fd_sc_hd__nand2_1,35
sky130_fd_sc_hd__mux2_2,169
sky130_fd_sc_hd__nor2_1,22
sky130_fd_sc_hd__mux4_2,46
sky130_fd_sc_hd__nand3_1,8
sky130_fd_sc_hd__o21ai_1,25
sky130_fd_sc_hd__xnor2_1,10
Power figures rest on the tool's default switching activity, not on a simulated workload.
